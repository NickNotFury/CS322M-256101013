### flow/config.mk
export PLATFORM = sky130hd
export DESIGN_NAME = link_top
export DESIGN_NICKNAME = link_top
export VERILOG_FILES = /design/flow/design.v
export SDC_FILE = /design/flow/constraint.sdc
export NUM_CORES = 4
export LEC_CHECK = 1
export CORE_AREA = 10 10 74 74
export DIE_AREA = 0 0 84 84
### flow/design.v
`timescale 1ns/1ps
module master_fsm(
    input  wire clk,
    input  wire rst,    
    input  wire ack,
    output reg  req,
    output reg  [7:0] data,
    output reg  done
);
    localparam [2:0]
        IDLE        = 3'd0,
        SEND        = 3'd1,
        WAIT_ACK    = 3'd2,
        WAIT_ACK_LO = 3'd3,
        DONE        = 3'd4;
    reg [2:0] state, next_state;
    reg [1:0] byte_idx, next_idx;
    reg [7:0] next_data;
    reg next_req, next_done;
    function [7:0] byte_val(input [1:0] idx);
        case (idx)
            2'd0: byte_val = 8'hA0;
            2'd1: byte_val = 8'hA1;
            2'd2: byte_val = 8'hA2;
            2'd3: byte_val = 8'hA3;
        endcase
    endfunction
    always @* begin
        next_state = state;
        next_idx   = byte_idx;
        next_data  = data;
        next_req   = req;
        next_done  = 1'b0;
        case (state)
            IDLE: begin
                next_idx   = 0;
                next_data  = byte_val(0);
                next_req   = 1'b1;
                next_state = SEND;
            end
            SEND: begin
                next_state = WAIT_ACK;
            end
            WAIT_ACK: begin
                if (ack) begin
                    next_req   = 1'b0;  
                    next_state = WAIT_ACK_LO;
                end
            end
            WAIT_ACK_LO: begin
                if (!ack) begin
                    if (byte_idx == 2'd3) begin
                        next_done  = 1'b1;
                        next_state = DONE;
                    end else begin
                        next_idx   = byte_idx + 1;
                        next_data  = byte_val(byte_idx + 1);
                        next_req   = 1'b1;
                        next_state = SEND;
                    end
                end
            end
            DONE: begin
                next_state = DONE;
            end
        endcase
    end
    always @(posedge clk) begin
        if (rst) begin
            state    <= IDLE;
            byte_idx <= 0;
            data     <= 8'h00;
            req      <= 1'b0;
            done     <= 1'b0;
        end else begin
            state    <= next_state;
            byte_idx <= next_idx;
            data     <= next_data;
            req      <= next_req;
            done     <= next_done;
        end
    end
endmodule
module slave_fsm(
    input  wire clk,
    input  wire rst,
    input  wire req,
    input  wire [7:0] data_in,
    output reg  ack,
    output reg  [7:0] last_byte
);
    localparam [1:0] IDLE=2'd0, ACK1=2'd1, ACK2=2'd2;
    reg [1:0] state, next_state;
    reg [7:0] next_last;
    reg next_ack;
    always @* begin
        next_state = state;
        next_ack   = ack;
        next_last  = last_byte;
        case (state)
            IDLE: begin
                if (req) begin
                    next_last  = data_in;
                    next_ack   = 1'b1;
                    next_state = ACK1;
                end
            end
            ACK1: begin
                next_state = ACK2;
            end
            ACK2: begin
                next_ack   = 1'b0;
                next_state = IDLE;
            end
        endcase
    end
    always @(posedge clk) begin
        if (rst) begin
            state     <= IDLE;
            ack       <= 1'b0;
            last_byte <= 8'h00;
        end else begin
            state     <= next_state;
            ack       <= next_ack;
            last_byte <= next_last;
        end
    end
endmodule
module link_top(
    input  wire clk,
    input  wire rst,
    output wire done
);
    wire req, ack;
    wire [7:0] data;
    wire [7:0] last;
    master_fsm u_master(
        .clk(clk), .rst(rst), .ack(ack),
        .req(req), .data(data), .done(done)
    );
    slave_fsm u_slave(
        .clk(clk), .rst(rst), .req(req), .data_in(data),
        .ack(ack), .last_byte(last)
    );
endmodule
### flow/run.sh
#!/bin/bash
# OpenROAD 26Q1-2900-gdf79404cd8, Yosys 0.63+post, stock flow scripts
make -C /OpenROAD-flow-scripts/flow DESIGN_CONFIG=/design/flow/config.mk WORK_HOME=/design/flow/orfs finish
### flow/constraint.sdc
current_design link_top

set clk_period 1.3
set clk_io_pct 0.2

create_clock -name clk0 -period $clk_period [get_ports {clk}]

set non_clock_inputs [all_inputs -no_clocks]
set_input_delay [expr $clk_period * $clk_io_pct] -clock clk0 $non_clock_inputs
set_output_delay [expr $clk_period * $clk_io_pct] -clock clk0 [all_outputs]
==> results.txt <==
Implementation results

The critical path capture point type is a flop. The final hold violation count is 0. The number of clock buffers inserted by TritonCTS is 3. The worst-case max-slew headroom was logged as 83.4%. In the power breakdown, the internal column shows 0.698 mW. Setup repair after global routing could not meet its margin everywhere. The number of fillers in the final layout is 448. The critical path class is flop to flop.

Yosys reports the multiplexer fraction of the synthesized area as 0%. The iteration count recorded for the first detailed-route pass is 4. The type of the worst min-delay path is flop to flop. The smallest hold slack is 0.438 ns. The tally of unique sky130hd cells used after synthesis is 21.

The maximum fanout along the worst path is 2. For reference, the top cells by count after synthesis are sky130_fd_sc_hd__dfxtp_1, sky130_fd_sc_hd__nor2_1, sky130_fd_sc_hd__a21oi_1. The post-synthesis register bit count is 12. For the final routed database, the setup TNS stands at -0.0280 ns. The pin closest to its max-slew limit shows a slew of 0.247 ns. The pin count of the biggest net entering global routing is 12. Per the synth stats, the proportion of register bits with asynchronous set or reset is 0%. The number of maximum-capacitance violations recorded for the run is 0. The part of the power in the clock network is 45.0%. The floorplan step defined a die boundary enclosing 7060 sq um. Looking at the worst setup and hold paths, the clock pins of their registers show a slew of 0.05 ns. The standard cell core area is 3970 sq um. The compound-cell area share of the yosys netlist is 13.1%. The fraction of power spent switching nets is 20.2%. The site row count is 23. For this configuration, the core starts out at a cell density of 11.1%. Per the Yosys statistics, synthesis produced 44 cells. TritonRoute output was used to compute an average wire per cell of 7.32 um.

After synthesis, the chip area reported by Yosys is 439 sq um. The final count of pins violating max slew is 0. The number of nets with antenna violations after routing is 0. The total track usage is 2.43%. The adder-cell share of the synthesized area is 2.85%.

The routed via count divided by cell count is 3.24. Summing every instance area after synthesis gives 439 sq um. 0 antenna diodes ended up in the layout. According to the CTS report, the clock sink count is 12.

Looking at the clock tree report, the maximum root-to-sink buffer count equals 2. The chip width is 84 um. Dividing total power by cell area gives a power density of 1350 nW/um^2. Registers are responsible for 46.1% of the overall power. In this run, synthesis inferred 0 flip-flops with an integrated enable. The residual DRC count is 0. Warnings raised by the tools during the run amount to 28. The main kind of combinational logic by area is simple AND/OR/NAND/NOR gates.

The boundary pin count is 3. The power report attributes to the combinational group a share of 8.9%. For this block, the routed nets add up to 769 um of wire. The clock arrives with 0.00251 ns of skew.

The area growth from synthesis to layout is 47.6%. The residual overflow from global routing is 0. Per the timing report, the most critical flop-to-flop path originates at u_master.byte_idx[1].

After layout, the minimum clock period comes to 1.33 ns. The flow reports an fmax of 0.753 GHz. The most frequent cell after synthesis is sky130_fd_sc_hd__dfxtp_1. The area share of xor/xnor cells in the synthesized design is 0%.

As logged by OpenROAD, the buffers inserted on ports number 2. STA classifies the critical path startpoint as a flop. The maximum VDD drop is 0.000453 V. For reference, the post-synthesis area per instance comes to 9.98 sq um. In this run, the synthesized area fraction spent on and/or/nand/nor cells is recorded as 26.8%. Per the OpenROAD floorplan log, the height of the die is 84 um. The start point of the worst hold path is u_slave.state[1].

The leakage component of the power was reported as 0.257 nW. TritonCTS built the clock tree. The via count of the first global-routing pass is 343. The dominant cell type by area after synthesis is sky130_fd_sc_hd__dfxtp_1. The number of antenna violations at the first check in global routing is 0. The minimum setup slack in the final design is -0.0280 ns.

Once detailed placement completed, the half-perimeter wirelength came to 558 um. The required time at the worst endpoint is listed as 1.45 ns. The commonest register cell is sky130_fd_sc_hd__dfxtp_1.

The total via count after detailed routing is 340. The flow ran to the end, but the final reports show violations. The switching component of the power is 0.177 mW. At the later pin of the worst-skew pair, clock insertion delay measures 0.23 ns.

The number of instances in the synthesized netlist is 44. After layout, the worst path uses 102% of the clock period. The global placement routability congestion is 0.781. STA puts the critical path data arrival time at 1.48 ns.

Ranked by total cell area, the synthesized netlist is headed by sky130_fd_sc_hd__dfxtp_1, sky130_fd_sc_hd__nor2_1, sky130_fd_sc_hd__a21oi_1, sky130_fd_sc_hd__nand3_1, sky130_fd_sc_hd__a221oi_2. The post-route utilization of the core is recorded as 16.3%. The part of the Yosys area used for sequential elements is 54.7%. The start point of the critical path is u_master.byte_idx[1].

After synthesis, the largest area contributor takes up 54.7% of total cell area. The first global-routing pass estimated 1.41 mm of wire. The fraction of layout instances using a drive strength above 1 is 34.5%. The completed layout was analyzed and its total power is 0.875 mW.

Per the log, the first TritonRoute iteration ended with a DRC count of 11. The checks that failed: setup timing. In this run the number of H-tree levels came out at 1. Endpoints with negative setup slack in the final report add up to 1. The synthesis warning total is 2. In this run the clock root is driven by a sky130_fd_sc_hd__clkbuf_8.
## routing by layer
layer,vias up,GRT usage (%),wire (um)
li1,173,-,-
met1,158,2.53,353
met2,7,3.90,344
met3,2,1.67,62
met4,0,0.609,8
met5,-,0,0
## what timing repair did
item / CTS / global route
endpoints found under the setup margin: 1 / 2
hold buffers: 0 / 0
buffers inserted: 1 / 0
pin swaps: 3 / 2
resized: 0 / 1
cloned: 0 / 0
## kinds of logic after synthesis
group,Yosys count
buffers and inverters,3
adder cells (fa/ha/maj),1
AND/OR/NAND/NOR,20
flip-flops,12
AND-OR/OR-AND,8
## layout make-up
| type | instances | area, sq um | share of cell area [%] |
|---|---|---|---|
| clock buffer | 4 | 55.1 | 8.49 |
| inverter | 2 | 7.51 | 1.16 |
| multi-input combinational | 29 | 200 | 30.9 |
| sequential | 12 | 243 | 37.5 |
| tap | 50 | 62.6 | 9.65 |
| timing repair buffer | 8 | 80.1 | 12.4 |
## per-stage QoR
step                cells  cell area [sq um]  worst slack, ns
global placement      100                583          -0.0109
global route          105                648          -0.0828
detailed placement    100                583          -0.0403
floorplan              44                454          -0.0115
finish                105                648          -0.0280
CTS                   105                646          -0.0404
## worst paths after layout
kind	end	slack [ns]	cells past startpoint
max	u_master.req	-0.03	4
min	u_slave.state[0]	0.44	1
max reg2reg	u_master.req	-0.03	4
min reg2reg	u_slave.state[0]	0.44	1
## power by group through the flow
stage	clock network [mW]	registers [mW]	logic [mW]
after CTS	0.414	0.403	0.0794
after global routing	0.430	0.406	0.0886
final	0.394	0.403	0.0779
## sequential cells by signal, indices dropped and copies added (netlist names)
| signal | flops |
|---|---|
| u_master.byte_idx | 2 |
| u_master.done | 1 |
| u_master.req | 1 |
| u_master.state | 4 |
| u_slave.ack | 1 |
| u_slave.state | 3 |
## layout by cell type (no fill, tap or decap)
cell / n
sky130_fd_sc_hd__a21o_1: 1
sky130_fd_sc_hd__a21oi_1: 4
sky130_fd_sc_hd__a221oi_2: 1
sky130_fd_sc_hd__buf_12: 1
sky130_fd_sc_hd__buf_4: 5
sky130_fd_sc_hd__clkbuf_8: 4
sky130_fd_sc_hd__clkdlybuf4s50_1: 1
sky130_fd_sc_hd__dfxtp_1: 10
sky130_fd_sc_hd__dfxtp_2: 2
sky130_fd_sc_hd__dlymetal6s2s_1: 1
sky130_fd_sc_hd__ha_4: 1
sky130_fd_sc_hd__inv_1: 1
sky130_fd_sc_hd__inv_2: 1
sky130_fd_sc_hd__nand2_1: 2
sky130_fd_sc_hd__nand2b_1: 1
sky130_fd_sc_hd__nand2b_2: 1
sky130_fd_sc_hd__nand3_1: 3
sky130_fd_sc_hd__nor2_1: 6
sky130_fd_sc_hd__nor2b_1: 2
sky130_fd_sc_hd__nor3_1: 1
sky130_fd_sc_hd__nor3b_2: 1
sky130_fd_sc_hd__nor4bb_1: 1
sky130_fd_sc_hd__o21ai_0: 1
sky130_fd_sc_hd__o21ba_2: 1
sky130_fd_sc_hd__or3_1: 1
sky130_fd_sc_hd__or3b_4: 1
## worst max-delay path, stage by stage (launching register included)
cell and delay, ns:
sky130_fd_sc_hd__dfxtp_2 0.33, sky130_fd_sc_hd__ha_4 0.15, sky130_fd_sc_hd__or3b_4 0.37, sky130_fd_sc_hd__a21o_1 0.20, sky130_fd_sc_hd__a221oi_2 0.20
Power figures rest on the tool's default switching activity, not on a simulated workload.
