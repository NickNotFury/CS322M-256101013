<file path="/design/flow/config.mk">
export PLATFORM = sky130hd
export DESIGN_NAME = traffic_light
export DESIGN_NICKNAME = traffic_light
export VERILOG_FILES = /design/flow/design.v
export SDC_FILE = /design/flow/constraint.sdc
export NUM_CORES = 4
export LEC_CHECK = 1
export CORE_AREA = 10 10 70 70
export DIE_AREA = 0 0 80 80
</file>
<file path="/design/flow/design.v">
module traffic_light(
    input  wire clk,
    input  wire rst,          
    input  wire tick,         
    output wire ns_g, ns_y, ns_r,
    output wire ew_g, ew_y, ew_r
);
    parameter NS_GREEN  = 2'b00;
    parameter NS_YELLOW = 2'b01;
    parameter EW_GREEN  = 2'b10;
    parameter EW_YELLOW = 2'b11;
    parameter GREEN_TICKS = 5;
    parameter YELLOW_TICKS = 2;
    reg [1:0] current_state, next_state;
    reg [2:0] tick_counter;  
    always @(posedge clk) begin
        if (rst) begin
            current_state <= NS_GREEN;
            tick_counter  <= 0;
        end else begin
            if (current_state != next_state) begin
                tick_counter <= 0;
            end else if (tick) begin  
                tick_counter <= tick_counter + 1;
            end
            current_state <= next_state;
        end
    end
    always @(*) begin
        next_state = current_state;  
        case (current_state)
            NS_GREEN: begin
                if (tick && (tick_counter == GREEN_TICKS - 1)) begin
                    next_state = NS_YELLOW;
                end
            end
            NS_YELLOW: begin
                if (tick && (tick_counter == YELLOW_TICKS - 1)) begin
                    next_state = EW_GREEN;
                end
            end
            EW_GREEN: begin
                if (tick && (tick_counter == GREEN_TICKS - 1)) begin
                    next_state = EW_YELLOW;
                end
            end
            EW_YELLOW: begin
                if (tick && (tick_counter == YELLOW_TICKS - 1)) begin
                    next_state = NS_GREEN;
                end
            end
            default: next_state = NS_GREEN;
        endcase
    end
    reg ns_g_reg, ns_y_reg, ns_r_reg;
    reg ew_g_reg, ew_y_reg, ew_r_reg;
    assign ns_g = ns_g_reg;
    assign ns_y = ns_y_reg;
    assign ns_r = ns_r_reg;
    assign ew_g = ew_g_reg;
    assign ew_y = ew_y_reg;
    assign ew_r = ew_r_reg;
    always @(*) begin
        {ns_g_reg, ns_y_reg, ns_r_reg} = 3'b000;
        {ew_g_reg, ew_y_reg, ew_r_reg} = 3'b000;
        case (current_state)
            NS_GREEN: begin
                ns_g_reg = 1'b1;  
                ew_r_reg = 1'b1;  
            end
            NS_YELLOW: begin
                ns_y_reg = 1'b1;  
                ew_r_reg = 1'b1;  
            end
            EW_GREEN: begin
                ew_g_reg = 1'b1;  
                ns_r_reg = 1'b1;  
            end
            EW_YELLOW: begin
                ew_y_reg = 1'b1;  
                ns_r_reg = 1'b1;  
            end
            default: begin  
                ns_r_reg = 1'b1;
                ew_r_reg = 1'b1;
            end
        endcase
    end
endmodule
</file>
<file path="/design/flow/constraint.sdc">
current_design traffic_light

set clk_period 2.1
set clk_io_pct 0.2

create_clock -name clk0 -period $clk_period [get_ports {clk}]

set non_clock_inputs [all_inputs -no_clocks]
set_input_delay [expr $clk_period * $clk_io_pct] -clock clk0 $non_clock_inputs
set_output_delay [expr $clk_period * $clk_io_pct] -clock clk0 [all_outputs]
</file>
<file path="/design/flow/run.sh">
#!/bin/bash
# OpenROAD 26Q1-2900-gdf79404cd8, Yosys 0.63+post, stock flow scripts
make -C /OpenROAD-flow-scripts/flow DESIGN_CONFIG=/design/flow/config.mk WORK_HOME=/design/flow/orfs finish
</file>
==> writeup.txt <==
The run gives 6400 µm² as the die area. Counting distinct cell types in the post-synthesis netlist gives 16. The tools report the nature of the critical path endpoint as a primary output. Setup repair after global routing left no endpoint under its margin. The die height is 80 µm.

Once the clock tree was built, the resizer swapped 0 gates to a different size. The logs give 0.433 for the sequential power share and 0 for the number of antenna violations at the first check in global routing. The worst hold path was traced through 2 stages. In the routed layout, each cell is associated on average with a via count of 2.72. The run gives 283 µm² as the synthesized chip area reported by yosys.

The run gives 0 as the number of antenna repair diodes. In this run the static leakage power is 0.166 nW. Per the post-synthesis stats, the area per cell is 8.57 µm². With the reg2reg setup slack at 0.95 ns, the minimum clock period is 1.72 ns.

In the setup report, the worst path falls into the class flop to primary output. The part of the Yosys area used for sequential elements is 0.354. The cell sitting at the root of the clock tree is a clkbuf_4.

Per the Yosys statistics, synthesis produced 33 cells. The layout cell share with drive strength beyond 1 is 0.0698. End point of the worst hold path: tick_counter[1]. During placement, the flow inserted port buffers numbering 8. The net switching fraction of the power came out at 0.227.

The number of max-capacitance violations reported was 0. The maximum fanout encountered on the critical timing path came out at 8. Compared with the post-synthesis result, the final layout area differs by 54.0%. Per the detailed placement report, the placed cell area equals 409 µm². Routability-driven placement finished with a final weighted congestion of 0.625. The combinational power share came out at 0.119.

The launch point of the worst min-delay path is recorded as tick_counter[1]. The final layout contains routed wiring with a total length of 639 µm. Total power for the finished layout comes to 0.241 mW. The flow ran to the end, and the final reports show no timing, DRC or antenna violations. The global-route wire length before repair was 1000 µm. Checking hold timing, the worst path is listed with class flop to flop. For this run, the final setup violation count is recorded as 0.

Once iteration 0 of detailed routing completed, the report listed 8 DRC markers. The tools report the clock network fraction of total power as 0.448. As reported, the later end of the worst-skew pair has a clock insertion delay of 0.24 ns. The via count of the first global-routing pass was 238; the largest net degree at the start of global routing was 9.

For the post-cts hold-fix buffer tally, the log shows 0. For reference, the final report shows the hold violation count at 0. The clock passes through at most 2 buffers.

The logs give 0 for the residual overflow from global routing and 5 for the number of clock sinks. The first detailed-routing pass took 3 iterations. Area of the placeable core: 3420 µm².

In the final run the clock tree shows a worst skew of 0.000992 ns. The run gives 0.04 ns for the clock edge transition at the registers on the reported setup and hold paths. The logic depth of the worst register-to-register path works out to 5. The cell area power density came out at 554 nW/µm².

TritonCTS built the clock tree. Pin placement for this block handled 9 I/O pins. The total of warnings raised by yosys is 1.

Dividing the detail-routed wire length by the instance count gives 7.18 µm. At the worst endpoint, the arrival time is 1.30 ns. The clock buffer count from CTS was 3; the synthesis-stage register bit count was 5.

Deepest level of the CTS H-tree: 1. The tools report the remaining design rule violation count as 0. The run gives 0.122 mV as the worst vdd rail ir drop. At the pin with the least slew margin, the transition time is 0.288 ns.

The stage logs contain a warning count of 27. The tools report the total via count in the routed design as 242. The startpoint of the most critical register-to-register path was tick_counter[0]. Post-route clock period utilization: 0.818. The die is 80 µm wide. The normalized max-slew margin is 0.807.

Per the timing report, the most critical flop-to-flop path finishes at current_state[0]. Counting every instance in the synthesized netlist gives 33. The number of setup buffers added after CTS is 0. The global-route total usage across every layer is 0.0185.

In this run the core area contains 21 standard-cell rows. The required time at the worst endpoint is listed as 1.68 ns. The category of the worst setup path launch point was a flop. Summing every instance area after synthesis gives 283 µm². For the post-route antenna net violation count, the log shows 0. The net switching power in the latest report is 0.0547 mW.

The post-route setup TNS was 0 ns; the internal power was 0.187 mW. With fillers left out, the area of the finished cells amounts to 435 µm². Per the final report, max-transition violations number 0.

The tools report the effective utilization at floorplan as 0.0828. In this build the clock could be raised as far as 582 MHz.
-- cells in the final DEF, fill, tap and decap left out --
| master | count |
|---|---|
| a21o_1 | 1 |
| a22oi_1 | 1 |
| and2_1 | 1 |
| clkbuf_1 | 1 |
| clkbuf_4 | 3 |
| clkdlybuf4s50_1 | 8 |
| dfxtp_1 | 5 |
| ha_1 | 3 |
| inv_1 | 3 |
| mux2i_1 | 1 |
| nand2_1 | 3 |
| nand4b_1 | 2 |
| nor2_1 | 4 |
| nor2b_1 | 1 |
| nor3_1 | 3 |
| xnor2_1 | 2 |
| xor2_1 | 1 |
-- power groups by stage --
stage	registers, mW	clock network (mW)	logic, mW
final	0.105	0.108	0.0287
after global routing	0.105	0.121	0.0325
after CTS	0.105	0.113	0.0289
-- synth_stat cells, drive strengths merged --
cell / number / area share
buf: 1 / 0.027
xnor2: 2 / 0.062
mux2i: 1 / 0.035
nor2b: 1 / 0.022
ha: 3 / 0.13
and2: 1 / 0.022
xor2: 1 / 0.031
nor3: 3 / 0.053
nand2: 3 / 0.040
a21o: 1 / 0.027
nand4b: 2 / 0.062
a22oi: 1 / 0.027
inv: 3 / 0.040
nor2: 4 / 0.053
dfxtp: 5 / 0.35
clkbuf: 1 / 0.013
-- registers in the layout, indices dropped and copies added, names as in the netlist --
signal / count
current_state: 2
tick_counter: 3
-- worst max-delay path by stage --
stage / start / end / slack [ns] / depth (start not counted)
5_1_grt: current_state[0] / ns_y / 0.31 / 2
6_report: current_state[0] / ns_y / 0.38 / 2
4_1_cts: current_state[0] / ns_y / 0.36 / 2
-- cell families after synthesis --
| family | share of synthesized area |
|---|---|
| AOI/OAI and AO/OA | 0.0531 |
| DFF | 0.354 |
| buffers and inverters | 0.0796 |
| muxes | 0.0354 |
| xor gates and xnor gates | 0.0929 |
| adders and majority gates | 0.133 |
| and+or+nand+nor | 0.252 |
-- per-layer routing --
layer / GRT usage / vias to the layer above / wire length, µm
li1: - / 126 / -
met1: 0.0187 / 111 / 266
met2: 0.0329 / 3 / 348
met3: 0.00455 / 2 / 3
met4: 0.0123 / 0 / 21
met5: 0 / - / 0
-- area by class of cell --
type,count,area (µm²)
Sequential cell,5,100
Clock buffer,4,26.3
Multi-Input combinational cell,23,160
Tap cell,46,57.6
Inverter,3,11.3
Fill cell,392,2980
Timing Repair Buffer,8,80.1
-- worst max-delay path, cell delays in order, from the launching register on --
cell,delay [ns]
dfxtp_1,0.43
nor2b_1,0.16
clkdlybuf4s50_1,0.47
-- metrics by stage --
| step | hold slack (ns) | setup WS, ns | cells | util |
|---|---|---|---|---|
| 2_1_floorplan | 0.492 | 1.04 | 33 | - |
| 6_report | 0.562 | 0.382 | 89 | 0.127 |
| 4_1_cts | 0.572 | 0.361 | 89 | 0.127 |
| 3_5_place_dp | 0.557 | 0.523 | 85 | 0.120 |
| 3_3_place_gp | 0.546 | 0.558 | 85 | 0.120 |
| 5_1_grt | 0.617 | 0.315 | 89 | 0.127 |
Power figures rest on the tool's default switching activity, not on a simulated workload.
