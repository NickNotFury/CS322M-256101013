===== flow/design.v =====
module controller(input  logic [6:0] op,
                  input  logic [2:0] funct3,
                  input  logic [6:0] funct7,
                  output logic [1:0] ResultSrc,
                  output logic       MemWrite,
                  output logic       ALUSrc,
                  output logic       RegWrite, Jump,
                  output logic       Branch,  
                  output logic [1:0] ImmSrc,
                  output logic [4:0] ALUControl);
  logic [1:0] ALUOp;
  maindec md(op, ResultSrc, MemWrite, Branch,  
             ALUSrc, RegWrite, Jump, ImmSrc, ALUOp);
  aludec  ad(funct7, funct3, ALUOp, ALUControl);
endmodule
module maindec(input  logic [6:0] op,
               output logic [1:0] ResultSrc,
               output logic       MemWrite,
               output logic       Branch, ALUSrc,  
               output logic       RegWrite, Jump,
               output logic [1:0] ImmSrc,
               output logic [1:0] ALUOp);
  logic [10:0] controls;
  assign {RegWrite, ImmSrc, ALUSrc, MemWrite,
          ResultSrc, Branch, ALUOp, Jump} = controls;
  always_comb
    case(op)
      7'b0000011: controls = 11'b1_00_1_0_01_0_00_0;  
      7'b0100011: controls = 11'b0_01_1_1_00_0_00_0;  
      7'b0110011: controls = 11'b1_xx_0_0_00_0_10_0;  
      7'b0001011: controls = 11'b1_xx_0_0_00_0_11_0;  
      7'b1100011: controls = 11'b0_10_0_0_00_1_01_0;  
      7'b0010011: controls = 11'b1_00_1_0_00_0_10_0;  
      7'b1101111: controls = 11'b1_11_0_0_10_0_00_1;  
      default:    controls = 11'bx_xx_x_x_xx_x_xx_x;
    endcase
endmodule
module aludec(input  logic [6:0] funct7,  
              input  logic [2:0] funct3,
              input  logic [1:0] ALUOp,
              output logic [4:0] ALUControl);
  always_comb
    case(ALUOp)
      2'b00: ALUControl = 5'b00000;  
      2'b01: ALUControl = 5'b00001;  
      2'b10:  
        case(funct3)
          3'b000: if(funct7 == 7'b0100000) ALUControl = 5'b00001;  
                  else                     ALUControl = 5'b00000;  
          3'b010: ALUControl = 5'b00101;  
          3'b110: ALUControl = 5'b00011;  
          3'b111: ALUControl = 5'b00010;  
          default:ALUControl = 5'bxxxxx;
        endcase
      2'b11:  
        case(funct7)
          7'b0000000:  
            case(funct3)
              3'b000: ALUControl = 5'b01000;  
              3'b001: ALUControl = 5'b01001;  
              3'b010: ALUControl = 5'b01010;  
              default:ALUControl = 5'bxxxxx;
            endcase
          7'b0000001:  
            case(funct3)
              3'b000: ALUControl = 5'b01011;  
              3'b001: ALUControl = 5'b01100;  
              3'b010: ALUControl = 5'b01101;  
              3'b011: ALUControl = 5'b01110;  
              default:ALUControl = 5'bxxxxx;
            endcase
          7'b0000010:  
            case(funct3)
              3'b000: ALUControl = 5'b01111;  
              3'b001: ALUControl = 5'b10000;  
              default:ALUControl = 5'bxxxxx;
            endcase
          7'b0000011:  
            case(funct3)
              3'b000: ALUControl = 5'b10001;  
              default: ALUControl = 'bxxxxx;
            endcase
          default: ALUControl = 5'bxxxxx;
        endcase
      default: ALUControl = 5'bxxxxx;
    endcase
endmodule

===== flow/config.mk =====
export PLATFORM = sky130hd
export DESIGN_NAME = controller
export DESIGN_NICKNAME = controller
export VERILOG_FILES = /design/flow/design.v
export SDC_FILE = /design/flow/constraint.sdc
export NUM_CORES = 4
export LEC_CHECK = 1
export CORE_AREA = 10 10 70 70
export DIE_AREA = 0 0 80 80

===== flow/run.sh =====
#!/bin/bash
# OpenROAD 26Q1-2900-gdf79404cd8, Yosys 0.63+post, stock flow scripts
make -C /OpenROAD-flow-scripts/flow DESIGN_CONFIG=/design/flow/config.mk WORK_HOME=/design/flow/orfs finish

===== flow/constraint.sdc =====
current_design controller

set clk_period 2.5
set clk_io_pct 0.2

create_clock -name clk0 -period $clk_period

set non_clock_inputs [all_inputs -no_clocks]
set_input_delay [expr $clk_period * $clk_io_pct] -clock clk0 $non_clock_inputs
set_output_delay [expr $clk_period * $clk_io_pct] -clock clk0 [all_outputs]

==> README.md <==
| Item | This run | Unit |
|---|---|---|
| Power per unit of standard cell area | 104 | nW/um^2 |
| Sequence of cells on the critical path | buf_6, or3b_4, or4_4, or3_4, o31ai_2, buf_2 | - |
| Area share of fa/ha/maj cells after synthesis | 0 | % |
| Via Count | 716 | - |
| Setup WS post-layout | -17.0 | ps |
| Crit path launch type | primary input | - |
| Total of buffers placed on input and output ports | 31 | - |
| Leading cell types in the layout, fill and taps excluded | buf_4 (36), dlygate4sd2_1 (9), clkdlybuf4s50_1 (7) | - |
| Post-detailed-route wirelength per cell | 11.4 | um |
| Netlist area before placement | 368 | sq um |
| Highest net fanout along the worst path | 4 | - |
| Logic pwr share | 100.0 | % |
| Number of inserted diodes | 0 | - |
| Combinational family with the most area after synthesis | simple AND/OR/NAND/NOR gates | - |
| Largest delay share family, worst path | simple AND/OR/NAND/NOR gates | - |
| CP Launch Point | op[6] | - |
| Compound-Gate Fraction of Synth Area | 39.1 | % |
| GP Congestion | 0.810 | - |
| Area of the multi-input gates | 477 | sq um |
| Area fraction in and, or, nand and nor cells | 51.4 | % |
| VDD IR-drop max | 0.0419 | mV |
| Final setup violation count | 1 | - |
| Standard cell with the maximum stage delay on the critical path | or4_4 | - |
| Detailed placement HPWL | 1.53 | mm |
| Unrepaired setup endpoints after global routing | true | - |
| Mux share of post-synthesis cell area | 0 | % |
| Count of different cell masters after synthesis | 29 | - |
| Area Growth Syn to Fin | 210 | % |
| XOR-XNOR Cells, Area Fraction | 0 | % |
| Setup crit end | ALUControl[2] | - |
| Worst Setup Path Type | primary input to output port | - |
| Iteration tally of the first detailed-router pass | 4 | - |
| Net switching share of the total power | 43.2 | % |
| Max-slew violation total from the final report | 0 | - |
| Vias in the first global route | 701 | - |
| Initial core utilization | 10.8 | % |
| Critical Path Max Stage Delay | 460 | ps |
| Internal power of the cells | 67.3 | uW |
| Number of placement rows | 21 | - |
| Switching component of the power | 51.1 | uW |
| Count of tool warnings | 34 | - |
| Count of routing violations after the opening detailed-route iteration | 27 | - |
| Final critical-path share of the clock period | 101 | % |
| Num ports | 31 | - |
| Final WL | 2.01 | mm |
| Mapped Cells | 63 | - |
| Fraction of layout cells with a size suffix above 1 | 53.1 | % |
| Synthesis area per yosys | 368 | sq um |
| Cell count along the critical path | 6 | - |
| Die Footprint | 6400 | sq um |
| Max_cap viols | 0 | - |
| Arrival time reported for the critical path endpoint | 2020 | ps |
| Most common library cell in the layout ignoring fill and taps | buf_4 | - |
| All-Layer GR Usage | 5.80 | % |
| Min-Delay Path Class | primary input to output port | - |
| Sequential cell fraction of total power | 0 | % |
| Clock power share | 0 | % |
| Ys cells | 63 | - |
| Relative slew margins | 83.8 | % |
| Fmax | 397 | MHz |
| Clock buffer instance count of the final layout | 0 | - |
| Yosys warning total | 2 | - |
| Per-cell via count in the routed design | 4.07 | - |
| Static Leakage | 0.000557 | uW |
| Pin count of the biggest net entering global routing | 7 | - |
| Wire length of the first global-routing pass | 3.20 | mm |
| Outcome | finished with violations | - |
| Filler Cells Inserted | 369 | - |
| Proportion of synthesized chip area in sequential cells | 0 | % |
| Required time worst endpoint | 2000 | ps |
| Layout Utilization | 33.3 | % |
| Buf/Inv on CP | 2 | - |
| Sum of overflow across all layers after global routing | 0 | - |
| Sequential cell count of the final layout | 0 | - |
| Flop area | 0 | sq um |
| Mapped Avg Cell Area | 5.84 | sq um |
| Actual transition at the worst max-transition pin | 240 | ps |
| Vertical die size | 80 | um |
| Failing checks | setup timing | - |
| Worst slack at placement | -762 | ps |
| DRC | 0 | - |
| Detail Route Antenna Nets | 0 | - |
| Antenna violations before repair | 0 | - |
| Worst Setup End Kind | output port | - |
| Final critical delay including setup and external delays | 2520 | ps |
| Width of the die | 80 | um |
| Core area | 3420 | sq um |
| Final-report hold violation count | 0 | - |
tightest hold or removal path, cell delays in order:
cell and delay (ps):
buf_6 70, buf_4 130, nor2_1 40, dlymetal6s2s_1 120
synthesized netlist by cell type (all sizes together):
master / number / area, sq um
a21boi: 1 / 7.51
a21oi: 4 / 20.0
a31o: 1 / 8.76
a32oi: 1 / 8.76
buf: 2 / 12.5
inv: 6 / 22.5
nand2: 7 / 26.3
nand2b: 3 / 18.8
nand3: 3 / 15.0
nand3b: 1 / 7.51
nand4: 2 / 12.5
nor2: 4 / 15.0
nor2b: 1 / 6.26
nor3: 3 / 15.0
nor3b: 3 / 22.5
nor4: 1 / 6.26
nor4b: 1 / 8.76
o211ai: 2 / 15.0
o21ai: 7 / 35.0
o21ba: 1 / 10.0
o21bai: 1 / 7.51
o22ai: 1 / 6.26
o311ai: 1 / 8.76
o31ai: 1 / 7.51
o32ai: 1 / 8.76
or3: 2 / 12.5
or3b: 1 / 11.3
or4: 1 / 11.3
power by group through the flow:
stage | clock (uW) | sequential (uW) | combinational (uW)
after CTS | 0 | 0 | 109
after global routing | 0 | 0 | 129
final | 0 | 0 | 118
stage by stage:
step / std cells / setup TNS [ps] / power (uW) / hold WS, ps / cell area [sq um]
detailed placement: 167 / -5310 / 96.6 / 2070 / 941
global placement: 167 / -5220 / 95.8 / 2070 / 941
global route: 176 / -87.8 / 129 / 1400 / 1140
CTS: 174 / -96.7 / 109 / 1590 / 1060
finish: 176 / -17.0 / 118 / 1360 / 1140
floorplan: 63 / 0 / 24.5 / 1010 / 368
cell families (layout without fill, tap and decap cells):
logic type,Yosys count,count (layout)
buffers and inverters,8,75
AND/OR/NAND/NOR,33,33
AND-OR/OR-AND,22,22
area by class of cell:
| class | count | area share (%) |
|---|---|---|
| Timing Repair Buffer | 69 | 51.1 |
| Multi-Input combinational cell | 55 | 41.9 |
| Tap cell | 46 | 5.05 |
| Inverter | 6 | 1.98 |
what timing repair did:
item	4_1_cts	5_1_grt
pin swaps	15	13
hold buffers	0	0
endpoints found under the setup margin	14	10
resized	59	21
setup buffers	8	2
gates cloned	0	0
routing by layer:
layer | GRT usage (%) | routed length, um
met1 | 8.24 | 936
met2 | 8.51 | 833
met3 | 2.27 | 243
met4 | 0 | 0
met5 | 0 | 0
how the worst min path moves through the flow:
stage                 start            end  slack, ps  cells after the start
final                 op[6]       MemWrite       1360                      4
after CTS             op[5]  ALUControl[2]       1590                      6
after global routing  op[6]       MemWrite       1400                      4
Power figures rest on the tool's default switching activity, not on a simulated workload.
